==> design/flow/design.v <==
`timescale 1ns / 1ps
module FullAdder(
    input a, b, c,
    output s, c0
    );
    assign s = a^b^c;
    assign c0 = (a&b)|(b&c)|(c&a);
endmodule
`timescale 1ns / 1ps
module adder4bit(
    input [3:0] x, y,
    input cin,
    output [3:0] sum,
    output cout
    );
    wire c0, c1, c2;
    FullAdder fa0(.a(x[0]), .b(y[0]), .c(cin), .s(sum[0]), .c0(c0));
    FullAdder fa1(.a(x[1]), .b(y[1]), .c(c0), .s(sum[1]), .c0(c1));
    FullAdder fa2(.a(x[2]), .b(y[2]), .c(c1), .s(sum[2]), .c0(c2));
    FullAdder fa3(.a(x[3]), .b(y[3]), .c(c2), .s(sum[3]), .c0(cout));
endmodule
`timescale 1ns / 1ps
module bcd_adder(
    input [3:0] A, B,
    output [4:0] S
    );
    wire C1, C2, C3, C4, C5, C6;
    wire [3:0] X, Z, S1;
    adder4bit add1(.x(A), .y(B), .cin(0), .sum(X), .cout(C1));
    assign C2 = X[3] & X[2];
    assign C3 = X[3] & X[1];
    assign C4 = C2 | C3 | C1;
    assign Z = {1'b0, C4, C4, 1'b0};
    adder4bit add2(.x(X), .y(Z), .cin(0), .sum(S1), .cout(C5));
    assign C6 = C5 | C1;
    assign S = {C6, S1};
endmodule
==> design/flow/run.sh <==
#!/bin/bash
# OpenROAD 26Q1-2900-gdf79404cd8, Yosys 0.63+post, stock flow scripts
make -C /OpenROAD-flow-scripts/flow DESIGN_CONFIG=/design/flow/config.mk WORK_HOME=/design/flow/orfs finish
==> design/flow/config.mk <==
export PLATFORM = sky130hd
export DESIGN_NAME = bcd_adder
export DESIGN_NICKNAME = bcd_adder
export VERILOG_FILES = /design/flow/design.v
export SDC_FILE = /design/flow/constraint.sdc
export NUM_CORES = 4
export LEC_CHECK = 1
export CORE_AREA = 10 10 70 70
export DIE_AREA = 0 0 80 80
==> design/flow/constraint.sdc <==
current_design bcd_adder

set clk_period 2.8
set clk_io_pct 0.2

create_clock -name clk0 -period $clk_period

set non_clock_inputs [all_inputs -no_clocks]
set_input_delay [expr $clk_period * $clk_io_pct] -clock clk0 $non_clock_inputs
set_output_delay [expr $clk_period * $clk_io_pct] -clock clk0 [all_outputs]
==> results.toml <==
# physical design summary
[run_status]
status = "finished, violations left"
violations = "negative setup slack"

[detailed_routing]
drc_errors = 0
wl_um = 504
drtPass1Iterations = 1
vias = 178
diodes = 0
drt_iter0_drc = 0
ant_nets = 0
vias_per_cell = 2.14
wire_per_inst_um = 6.07

[yosys]
yosys_warnings = 2
synthDistinctLibCells = 9
top_area_cell = "ha_1"
yosysCellCount = 26
synth-xor-area-share_pct = 3.89
adder_share_pct = 54.4
syn_inst = 26
mux_share_pct = 0
area_leaders = "ha_1 28%, fa_1 27%, buf_4 17%"
synth.cellmix.simpleShare_pct = 4.44
avgSynthCellArea_sq_um = 8.66
netlist.area_leader.share_pct = 27.8
synth.cellmix.compoundShare_pct = 7.22
synth_seq_share_pct = 0
ys_chip_area_sq_um = 225
netlist_area_sq_um = 225
ys_top_logic_family = "adder cells"

[final_layout]
seq_cell_count = 0
combGateArea_sq_um = 185
syn2layout_area_growth_pct = 83.3
layout-drive-gt1-share_pct = 56.8
clock_buffers = 0
fillCellCount = 406
final_cells = 83
fin_area_sq_um = 413
seq_area_sq_um = 0

[final_timing]
hold_viol = 0
tightest_slew_ns = 0.110
slew_viol_final = 0
whs_ns = 1.75
finalSetupViolCount = 4
rsz0062_at_grt = "true"
period_used_pct = 132
relSlewSlack_pct = 92.6
fmax_ghz = 0.270
min_period_ns = 3.70
worst_slack_ns = -0.905

[pwr]
powerDensity_mw_per_mm2 = 274
p_leak_nw = 0.185
ir_drop_mv = 0.0928

[placed_design]
port_buffers = 13
gp_congestion = 0.716
placed_cells = 82
placed_cell_area_sq_um = 415
dpl.hpwl_um = 487

[critical_path]
critPathRequiredTime_ns = 2.24
start_kind = "primary input"
crit_type = "primary input to primary output"
cp.arrival_ns = 3.14
crit_path_end_kind = "primary output"
crit_fanout = 3

[global_routing]
antenna_found_initial = 0
grt_max_degree = 4
grt_pass1_vias = 221
grt_usage_pct = 1.69
grt_overflow = 0
grt_first_pass_wirelength_um = 903

[worst_hold_path]
holdPathStages = 3
hold_path_class = "primary input to primary output"

[floorplanning]
die-area_sq_mm = 0.00640
io_pins = 13
core_util_floorplan_pct = 6.59
die_width_um = 80
fp-row-count = 21
coreArea_sq_mm = 0.00342
dieHeight_um = 80

[flow_run]
drv_cap = 0
log.warning_count = 36
## synthesized netlist by cell type (all sizes together)
library cell	n
fa	3
buf	5
ha	5
xor2	1
a21o	1
nand2	1
or2	1
inv	8
a211o	1
## layout make-up
type,count,area share [%]
inverters,8,7.27
multi-input cells,13,44.8
well taps,46,13.9
repair buffers,16,33.9
## critical path: stages
cell	delay [ns]
buf_8	0.07
ha_4	0.12
inv_2	0.03
fa_2	0.33
fa_2	0.36
inv_2	0.06
fa_1	0.43
a21o_1	0.23
ha_2	0.19
a211o_1	0.26
ha_2	0.17
or2_4	0.22
buf_6	0.11
## timing repair
item,4_1_cts,5_1_grt
gates resized,24,6
setup buffers,1,0
hold buffers,0,0
endpoints found under the setup margin,4,4
pin swaps,9,8
## path summary, 6_finish.rpt
kind              startpoint   end  slack [ns]
setup / recovery        B[0]  S[4]       -0.90
hold / removal          A[0]  S[0]        1.75
## cells in the final DEF (no fill, tap or decap)
| cell type | instances |
|---|---|
| a211o_1 | 1 |
| a21o_1 | 1 |
| buf_2 | 2 |
| buf_4 | 3 |
| buf_6 | 2 |
| buf_8 | 1 |
| clkbuf_2 | 2 |
| clkdlybuf4s50_1 | 6 |
| fa_1 | 1 |
| fa_2 | 2 |
| ha_1 | 1 |
| ha_2 | 3 |
| ha_4 | 1 |
| inv_1 | 4 |
| inv_2 | 4 |
| nand2_1 | 1 |
| or2_4 | 1 |
| xor2_1 | 1 |
## power breakdown
part	total [mW]	leakage [nW]	internal, mW	switching (mW)
logic	0.113	0.185	0.0731	0.0401
clock network	0	0	0	0
registers	0	0	0	0
total	0.113	0.185	0.0731	0.0401
## kinds of logic (layout without fill, tap and decap cells)
logic type	Yosys count	after routing
buf+inv	13	24
fa+ha+maj	8	8
compound gates	2	2
simple gates	2	2
xor+xnor	1	1
## layer usage
| layer | part of all wire [%] | global-route usage, % |
|---|---|---|
| met1 | 54 | 2.27 |
| met2 | 31 | 2.41 |
| met3 | 15 | 1.02 |
| met4 | 0 | 0 |
| met5 | 0 | 0 |
## stage by stage
| step | total power, mW | util, % | setup TNS, ns | setup slack, ns |
|---|---|---|---|---|
| floorplan | 0.0792 | - | -2.16 | -0.804 |
| global placement | 0.126 | 12.2 | -6.03 | -1.70 |
| detailed placement | 0.127 | 12.2 | -6.06 | -1.73 |
| CTS | 0.118 | 12.3 | -3.08 | -0.948 |
| global route | 0.136 | 12.1 | -3.42 | -1.04 |
| finish | 0.113 | 12.1 | -2.95 | -0.905 |
No activity file was given, so power comes from the tool's default toggle rates.
