**./run.sh**
```bash
#!/bin/bash
# OpenROAD 26Q1-2900-gdf79404cd8, Yosys 0.63+post, stock flow scripts
make -C /OpenROAD-flow-scripts/flow DESIGN_CONFIG=/design/flow/config.mk WORK_HOME=/design/flow/orfs finish
```
**./config.mk**
```make
export PLATFORM = sky130hd
export DESIGN_NAME = bcdCounter
export DESIGN_NICKNAME = bcdCounter
export VERILOG_FILES = /design/flow/design.v
export SDC_FILE = /design/flow/constraint.sdc
export NUM_CORES = 4
export LEC_CHECK = 1
export CORE_UTILIZATION = 30
```
**./constraint.sdc**
```tcl
current_design bcdCounter

set clk_period 2.2
set clk_io_pct 0.2

create_clock -name clk0 -period $clk_period [get_ports {clk}]

set non_clock_inputs [all_inputs -no_clocks]
set_input_delay [expr $clk_period * $clk_io_pct] -clock clk0 $non_clock_inputs
set_output_delay [expr $clk_period * $clk_io_pct] -clock clk0 [all_outputs]
```
**./design.v**
```verilog
`timescale 1ns / 1ps
module bcdCounter(
    input clk, rst,
    output reg [3:0] ms_hr, ls_hr, ms_min, ls_min, ms_sec, ls_sec
    );
    always @(posedge clk or posedge rst) begin
        if(rst == 1) begin
            {ms_hr, ls_hr, ms_min, ls_min, ms_sec, ls_sec} = 0;
        end
        else begin
            if(ls_hr == 9) begin
                ms_hr = ms_hr + 1;
                ls_min = 0;
            end
            else if(ms_min == 5 && ls_min == 9)begin
                ls_hr = ls_hr + 1;
                ms_min = 0;
                ls_min = 0;
            end
            else if(ls_min == 9) begin
                ms_min = ms_min + 1;
                ls_min = 0;
            end
            else if(ms_sec == 5 && ls_sec == 9) begin
                ls_min = ls_min + 1;
                {ms_sec, ls_sec} = 0;
            end
            else if(ls_sec == 9) begin
                ms_sec = ms_sec + 1;
                ls_sec = 0;
            end
            else begin
               ls_sec = ls_sec + 1; 
            end
        end
    end
endmodule
```
==> run summary <==
impl run done, here's what came out: DR WL/cell 13.3 um, FF/Latch Area around 600 um2, Post-Syn Instances 124, grt ovf 0, top post-synthesis cells by count 24 x dfrtp_1, 11 x ha_1, 10 x nand3_1, crit share post-route 83.0%, Port-buffer cells 25, fmax around 550 MHz, Reg power frac 62.3%, Layout Cells excl Fill 200, via count slightly above 1,000, top post-synthesis cells by area dfrtp_1 44%, ha_1 10%, nand3_1 3.7%, mux2_2 3.3%, and3b_1 3.2%, placed insts 197, critical path, cell by cell ha_1 > and3b_1 > nor4_4 > mux2_1, Core Area 0.00435 mm2, most instantiated library cell after synthesis dfrtp_1, Post-synth seq share between 40% and 50%, Boundary Pins 26, Root Buffer Master clkbuf_8, unrepaired setup endpoints after global routing no, type of the worst setup path flip-flop to flip-flop, Max FO, Critical Path 16, ys flop type dfrtp_1, ANT nets after route 0, Final setup viols 0, CP top delay family simple AND/OR/NAND/NOR gates, # Post-CTS Setup Buffers 0, Late-Pin Clk Latency 260 ps, Combinational Power Share 1.7%, VDD IR max 0.143 mV, first-pass GRT wire length 4.46 mm, Post-CTS Hold Buffers 0, Synth flops 24, largest area contributor in the netlist dfrtp_1, final WL 2.66 mm, post-synth cell types 38, # DRC 0, Yosys warning total 1, DRT iter0 DRCs a little over 60, Critical Path AT just under 2000 ps, count of tool warnings 30, clock power share 36.1%, Switching Share 20.1%, max cap viols 0, Num CTS Buffers 3, H-tree depth 1, max_slew headroom 60.4%, YS chip area 0.00136 mm2, Worst Skew 1.93 ps, Static Leak 0.748 nW, NetSw 0.142 mW, Comb area slightly below 700 um2, 1st-pass router iterations 4, P per Cell Area 421 mW/mm2, P_int 0.566 mW, Cell Area, Synth 0.00136 mm2, clk slew on worst S/H paths approximately 80 ps, HPWL after detailed placement between 1.5 and 2 mm, Final Hold Violation Tally 0, CP startpoint kind flip-flop, CTS tree built, gpl congestion approximately 0.81, Crit-path slowest cell dfrtp_1, Init Core Util between 30% and 40%, CP required 2350 ps, CTS sink count 24, status finished clean, # Cells Yosys 124, Worst Tran Pin Value 594 ps, slowest cell delay on critical path 450 ps, largest net degree at the start of global routing 25, vias in the first global route 943, Rows 24, EDFF count, synth 0, ant diodes 0, Tmin final 1830 ps, Max-area cell share between 40% and 50%, Vias/cell a little over 5, Hold Crit Class flip-flop to flip-flop, antenna violations before repair 0, Area Growth Syn to Fin 23.9%, die width 69.2 um, # fillers 410, GRT Overall Usage 11.6%, setup TNS 0 ps, share of layout cells above drive strength 1 8.11%, Max clock buf depth 2, Die Span Y 69.2 um, chip area 0.00479 mm2, ys async rst share 100%, syn avg cell area 10.9 um2, post-CTS sizing 0, count of pins over their slew limit 0, endpoint class of the critical path flip-flop, CP Buf/Inv Count 0
[layout make-up]
type	count	area share [%]
inverter	7	1.56
clock buffer	3	2.46
timing repair buffer	26	15.3
sequential	24	35.7
tap	52	3.87
multi-input combinational	88	41.0
[worst paths after layout]
kind	from	to	slack, ps	cells past startpoint
min	ms_hr[3]	ms_hr[3]	470	1
min in group asynchronous	rst	ls_sec[2]	530	3
max reg2reg	ls_hr[0]	ms_sec[3]	370	4
min reg2reg	ms_hr[3]	ms_hr[3]	470	1
max	ls_hr[0]	ms_sec[3]	370	4
max in group asynchronous	rst	ls_sec[3]	1440	3
[cells by family after synthesis]
| logic type | share of synthesized area, % |
|---|---|
| AND-OR/OR-AND | 9.96 |
| XOR/XNOR | 3.87 |
| adder cells (fa/ha/maj) | 10.1 |
| buffers and inverters | 4.89 |
| flip-flops | 44.3 |
| multiplexers | 5.63 |
| AND/OR/NAND/NOR | 21.2 |
[cells in the final DEF, fill, tap and decap left out, types with 2 or more instances in the layout]
master,n
nand4_1,2
ha_1,11
o31ai_1,2
xor2_1,2
a21o_1,2
inv_1,7
a21oi_1,4
nand3b_1,4
and3b_1,5
dfrtp_1,24
xnor2_1,4
clkdlybuf4s50_1,25
nand3_1,10
mux2_2,4
or3_1,2
clkbuf_8,3
nand2_1,6
o21ai_0,6
nor2_1,5
mux2i_1,2
[per-stage QoR]
| stage | setup slack, ps | hold WS, ps | total power, mW | util [%] | area [um2] |
|---|---|---|---|---|---|
| after floorplan | 587 | 424 | 0.456 | - | 1360 |
| after CTS | 364 | 478 | 0.717 | 38.6 | 1680 |
| after detailed placement | 388 | 463 | 0.462 | 37.6 | 1640 |
| final | 375 | 473 | 0.708 | 38.6 | 1680 |
| after global routing | 249 | 514 | 0.743 | 38.6 | 1680 |
| after global placement | 434 | 460 | 0.462 | 37.6 | 1640 |
[per-layer routing]
metal,part of all wire [%],track usage [%],wire length [um]
met1,50,18.0,1320
met2,46,18.0,1230
met3,3.0,1.77,80
met4,1.1,1.59,28
met5,0,0,0
[flip-flops by register name, indices dropped and copies added (netlist names)]
signal / count
ms_sec: 4
ls_hr: 4
ls_min: 4
ls_sec: 4
ms_hr: 4
ms_min: 4
[worst register-to-register path: stages, from the launching register on]
cell and delay [ps]:
dfrtp_1 450, ha_1 230, and3b_1 360, nor4_4 340, mux2_1 340
[power by group through the flow]
stage	Combinational, mW	Clock, mW	Sequential [mW]
CTS	0.0127	0.263	0.441
global route	0.0139	0.288	0.441
finish	0.0118	0.255	0.441
Power figures rest on the tool's default switching activity, not on a simulated workload.
