## flow/run.sh

```bash
#!/bin/bash
# OpenROAD 26Q1-2900-gdf79404cd8, Yosys 0.63+post, stock flow scripts
make -C /OpenROAD-flow-scripts/flow DESIGN_CONFIG=/design/flow/config.mk WORK_HOME=/design/flow/orfs finish
```

## flow/config.mk

```make
export PLATFORM = sky130hd
export DESIGN_NAME = barrel_shifter
export DESIGN_NICKNAME = barrel_shifter
export VERILOG_FILES = /design/flow/design.v
export SDC_FILE = /design/flow/constraint.sdc
export NUM_CORES = 4
export LEC_CHECK = 1
export CORE_AREA = 10 10 70 70
export DIE_AREA = 0 0 80 80
```

## flow/constraint.sdc

```tcl
current_design barrel_shifter

set clk_period 2.0
set clk_io_pct 0.2

create_clock -name clk0 -period $clk_period

set non_clock_inputs [all_inputs -no_clocks]
set_input_delay [expr $clk_period * $clk_io_pct] -clock clk0 $non_clock_inputs
set_output_delay [expr $clk_period * $clk_io_pct] -clock clk0 [all_outputs]
```

## flow/design.v

```verilog
`timescale 1ns / 1ps
module barrel_shifter(
    input [7:0] I,
    input [2:0] S,
    output [7:0] Y
    );
    wire [7:0] a,b;
    mux_2x1 m1 (.I1(I[7]), .I2(1'b0), .S(S[2]), .out(a[7]));
    mux_2x1 m2 (.I1(I[6]), .I2(1'b0), .S(S[2]), .out(a[6]));
    mux_2x1 m3 (.I1(I[5]), .I2(1'b0), .S(S[2]), .out(a[5]));
    mux_2x1 m4 (.I1(I[4]), .I2(1'b0), .S(S[2]), .out(a[4]));
    mux_2x1 m5 (.I1(I[3]), .I2(I[7]), .S(S[2]), .out(a[3]));
    mux_2x1 m6 (.I1(I[2]), .I2(I[6]), .S(S[2]), .out(a[2]));
    mux_2x1 m7 (.I1(I[1]), .I2(I[5]), .S(S[2]), .out(a[1]));
    mux_2x1 m8 (.I1(I[0]), .I2(I[4]), .S(S[2]), .out(a[0]));
    mux_2x1 m9 (.I1(a[7]), .I2(1'b0), .S(S[1]), .out(b[7]));
    mux_2x1 m10 (.I1(a[6]), .I2(1'b0), .S(S[1]), .out(b[6]));
    mux_2x1 m11 (.I1(a[5]), .I2(a[7]), .S(S[1]), .out(b[5]));
    mux_2x1 m12 (.I1(a[4]), .I2(a[6]), .S(S[1]), .out(b[4]));
    mux_2x1 m13 (.I1(a[3]), .I2(a[5]), .S(S[1]), .out(b[3]));
    mux_2x1 m14 (.I1(a[2]), .I2(a[4]), .S(S[1]), .out(b[2]));
    mux_2x1 m15 (.I1(a[1]), .I2(a[3]), .S(S[1]), .out(b[1]));
    mux_2x1 m16 (.I1(a[0]), .I2(a[2]), .S(S[1]), .out(b[0]));
    mux_2x1 m17 (.I1(b[7]), .I2(1'b0), .S(S[0]), .out(Y[7]));
    mux_2x1 m18 (.I1(b[6]), .I2(b[7]), .S(S[0]), .out(Y[6]));
    mux_2x1 m19 (.I1(b[5]), .I2(b[6]), .S(S[0]), .out(Y[5]));
    mux_2x1 m20 (.I1(b[4]), .I2(b[5]), .S(S[0]), .out(Y[4]));
    mux_2x1 m21 (.I1(b[3]), .I2(b[4]), .S(S[0]), .out(Y[3]));
    mux_2x1 m22 (.I1(b[2]), .I2(b[3]), .S(S[0]), .out(Y[2]));
    mux_2x1 m23 (.I1(b[1]), .I2(b[2]), .S(S[0]), .out(Y[1]));
    mux_2x1 m24 (.I1(b[0]), .I2(b[1]), .S(S[0]), .out(Y[0]));
endmodule
`timescale 1ns / 1ps
module mux_2x1(
input I1, I2,
input S,
output out
    );
    assign out = (~S)&I1 | I2&S;
endmodule
```

==> flow_metrics.tcl <==
# metrics dict for downstream scripts
set metrics [dict create \
    clock_buffer_count 0 \
    pre_cts_setup_slack_ps -631 \
    worst_setup_path_end_kind "primary output" \
    post_synth_instance_area_um2 298 \
    drcViolationCount 0 \
    seq_power_share 0 \
    antenna_found_initial 0 \
    place.port_buffers 19 \
    synth_area_per_inst_um2 8.05 \
    combPwrFrac 1.000 \
    worstPathMaxFanout 6 \
    netlist_instances 37 \
    detail_route.first_pass.iterations 2 \
    routed_wire_length_per_instance_um 10.3 \
    layout.filler_cells 390 \
    seqCellArea_um2 0 \
    max_freq_ghz 0.512 \
    synth.lib_cells_used.distinct 20 \
    register_share_after_synthesis 0 \
    track_usage 0.0305 \
    required_ps 1600 \
    finalCoreUtilization 0.165 \
    numPlacedInstances 100 \
    place.detailed.hpwl_um 861 \
    post-cts-setup-buffers 0 \
    detailedRoute.firstIterationViolations 14 \
    crit_type "in -> out" \
    power_report.internal_total_mw 0.0663 \
    hold_path.class "in -> out" \
    via_count_of_the_first_global_routing_pass 325 \
    warnings 33 \
    type_of_element_launching_the_critical_path "input pin" \
    dieHeight_um 80 \
    fp_util 0.0872 \
    area_growth_syn_to_layout_pct 89.5 \
    number_of_failing_hold_endpoints_at_the_final_stage 0 \
    core.rowCount 21 \
    top_area_cell "buf_4" \
    ant_nets 0 \
    fin_ws_ps 48.2 \
    logic_area_um2 269 \
    fraction_of_power_spent_switching_nets 0.384 \
    tightest_pin_transition_ps 301 \
    globalRoute.totalOverflow 0 \
    cp_data_arrival_time_ps 1550 \
    routed_wirelength_um 1040 \
    grt_start_max_net_pins 8 \
    die_area_mm2 0.00640 \
    slew_violations 0 \
    fin_cells 101 \
    pin_count 19 \
    grt_setup_unrepaired "yes" \
    design.seq.count 0 \
    wire_length_of_the_first_global_routing_pass_um 1620 \
    ys_cells 37 \
    synthesis.yosys.warnings 0 \
    post-route-min-period_ps 1950 \
    max_cap_violations 0 \
    timing.final.setup_violations 0 \
    total_switching_power_mw 0.0414 \
    coreArea_mm2 0.00342 \
    synth-area-yosys_um2 298 \
    power_per_cell_area_mw_per_mm2 191 \
    vdd.ir_drop.worst_mv 0.0274 \
    dr_total_vias 324 \
    power_frac_clock 0 \
    slew_headroom 0.799 \
    antenna_cells_inserted 0 \
    post_route_cells_drive_above_1_share 0.473 \
    power.static_leakage_nw 0.257 \
    vias_per_cell 3.21 \
    status "finished, final reports clean" \
    finalCritPeriodShare 0.976 \
    routabilityCongestion 0.729 \
    post-synth-top-area-fraction 0.202 \
    synth.top_cells.by_area "buf_4 20%, mux2i_1 10%, mux2_4 10%" \
    die_width_um 80 \
]
[layout make-up]
class | instances | share of cell area
inverters | 1 | 0.00665
well taps | 46 | 0.102
multi-input cells | 25 | 0.477
repair buffers | 29 | 0.415
[metal layers]
metal | up-vias | routed length, um | track usage
met5 | - | 0 | 0
met4 | 0 | 0 | 0
met3 | 0 | 108 | 0.00795
met2 | 11 | 453 | 0.0514
met1 | 146 | 479 | 0.0404
li1 | 167 | - | -
[final timing paths]
path                  startpoint    to  slack (ps)  depth (start not counted)
worst min-delay path        S[0]  Y[0]        1420                          5
worst max-delay path        S[2]  Y[7]          50                          4
[cells in the final DEF (no fill, tap or decap), types with 2 or more instances in the layout]
cell type	n
dlygate4sd2_1	14
buf_4	8
mux2i_1	3
nand2b_1	2
buf_2	4
mux2_4	4
nor2_1	3
clkdlybuf4s50_1	2
[cells in the mapped netlist]
cell type	count
clkbuf_1	1
nor3b_1	1
buf_2	1
nand2b_1	2
and2b_1	1
nor4_1	1
nor2_1	3
a2111oi_0	1
mux2i_1	3
mux2_2	2
mux4_2	1
buf_6	1
mux2_4	2
mux2_1	1
buf_4	8
nor3_1	2
and3_1	1
o22ai_1	2
a211oi_1	2
inv_1	1
[metrics by stage]
step                power, mW  hold slack [ps]  cell area, um^2  TNS, ps
finish                  0.108             1420              564        0
global route            0.118             1480              564    -2.28
CTS                     0.105             1450              546        0
detailed placement      0.110             1910              533    -3700
global placement        0.110             1890              533    -3600
floorplan              0.0588             1060              298        0
[repair_timing]
action,CTS,global route
pin swaps,3,2
gates cloned,1,0
endpoints found under the setup margin,8,1
hold buffers,0,0
gates resized,33,3
[power groups by stage]
stage	Clock, mW	Sequential, mW	Combinational [mW]
CTS	0	0	0.105
global route	0	0	0.118
finish	0	0	0.108
[worst max-delay path, stage by stage]
cell             delay (ps)
dlygate4sd2_1           330
buf_4                   190
nor3_2                  160
clkdlybuf4s50_1         470
[cells by family (layout without fill, tap and decap cells)]
kind of cell    count (synthesis)  count (layout)  synth area share
buf+inv                        12              30             0.281
simple gates                   11              11             0.206
compound gates                  5               5             0.122
mux                             9               9             0.391
Power figures rest on the tool's default switching activity, not on a simulated workload.
